===== flow/run.sh =====
#!/bin/bash
# OpenROAD 26Q1-2900-gdf79404cd8, Yosys 0.63+post, stock flow scripts
make -C /OpenROAD-flow-scripts/flow DESIGN_CONFIG=/design/flow/config.mk WORK_HOME=/design/flow/orfs finish

===== flow/config.mk =====
export PLATFORM = sky130hd
export DESIGN_NAME = testpattern
export DESIGN_NICKNAME = testpattern
export VERILOG_FILES = /design/flow/design.v
export SDC_FILE = /design/flow/constraint.sdc
export NUM_CORES = 4
export LEC_CHECK = 1
export CORE_UTILIZATION = 30

===== flow/constraint.sdc =====
current_design testpattern

set clk_period 5.0
set clk_io_pct 0.2

create_clock -name clk0 -period $clk_period [get_ports {I_pxl_clk}]

set non_clock_inputs [all_inputs -no_clocks]
set_input_delay [expr $clk_period * $clk_io_pct] -clock clk0 $non_clock_inputs
set_output_delay [expr $clk_period * $clk_io_pct] -clock clk0 [all_outputs]

===== flow/design.v =====
parameter Memory_Clock = 162;
parameter PSRAM_WIDTH = 8;
parameter DQ_WIDTH = 16;
parameter ADDR_WIDTH = 21;
parameter Burst_Length  = "128_Bytes";
parameter burst_num = 32;
parameter Fixed_Latency_Enable = "Fixed";
parameter Initial_Latency = 6;
parameter Drive_Strength = 50;
parameter Deep_Power_Down = "OFF";
parameter Hybrid_Sleep_Mode = "OFF";
parameter Refresh_Rate = "normal";
parameter PASR = "full";
parameter shift_delay = 192;
module testpattern
(
    input              I_pxl_clk   , 
    input              I_rst_n     , 
    input      [2:0]   I_mode      , 
    input      [7:0]   I_single_r  ,
    input      [7:0]   I_single_g  ,
    input      [7:0]   I_single_b  ,
    input      [11:0]  I_h_total   , 
    input      [11:0]  I_h_sync    , 
    input      [11:0]  I_h_bporch  , 
    input      [11:0]  I_h_res     , 
    input      [11:0]  I_v_total   , 
    input      [11:0]  I_v_sync    , 
    input      [11:0]  I_v_bporch  , 
    input      [11:0]  I_v_res     , 
    input              I_hs_pol    , 
    input              I_vs_pol    , 
    output             O_de        ,   
    output reg         O_hs        , 
    output reg         O_vs        , 
    output     [7:0]   O_data_r    ,    
    output     [7:0]   O_data_g    ,
    output     [7:0]   O_data_b    
); 
localparam N = 5;  
localparam	WHITE	= {8'd255 , 8'd255 , 8'd255 }; 
localparam	YELLOW	= {8'd0   , 8'd255 , 8'd255 };
localparam	CYAN	= {8'd255 , 8'd255 , 8'd0   };
localparam	GREEN	= {8'd0   , 8'd255 , 8'd0   };
localparam	MAGENTA	= {8'd255 , 8'd0   , 8'd255 };
localparam	RED		= {8'd0   , 8'd0   , 8'd255 };
localparam	BLUE	= {8'd255 , 8'd0   , 8'd0   };
localparam	BLACK	= {8'd0   , 8'd0   , 8'd0   };
reg  [11:0]   V_cnt     ;
reg  [11:0]   H_cnt     ;
wire          Pout_de_w    ;                          
wire          Pout_hs_w    ;
wire          Pout_vs_w    ;
reg  [N-1:0]  Pout_de_dn   ;                          
reg  [N-1:0]  Pout_hs_dn   ;
reg  [N-1:0]  Pout_vs_dn   ;
wire 		  De_pos;
wire 		  De_neg;
wire 		  Vs_pos;
reg  [11:0]   De_vcnt     ;
reg  [11:0]   De_hcnt     ;
reg  [11:0]   De_hcnt_d1  ;
reg  [11:0]   De_hcnt_d2  ;
reg  [11:0]   Color_trig_num; 
reg           Color_trig    ;
reg  [3:0]    Color_cnt     ;
reg  [23:0]   Color_bar     ;
reg           Net_h_trig;
reg           Net_v_trig;
wire [1:0]    Net_pos   ;
reg  [23:0]   Net_grid  ;
reg  [23:0]   Gray;
reg  [23:0]   Gray_d1;
wire [23:0]   Single_color;
wire [23:0]   Data_sel;
reg  [23:0]   Data_tmp ;
always@(posedge I_pxl_clk or negedge I_rst_n)
begin
	if(!I_rst_n)
		V_cnt <= 12'd0;
	else     
		begin
			if((V_cnt >= (I_v_total-1'b1)) && (H_cnt >= (I_h_total-1'b1)))
				V_cnt <= 12'd0;
			else if(H_cnt >= (I_h_total-1'b1))
				V_cnt <=  V_cnt + 1'b1;
			else
				V_cnt <= V_cnt;
		end
end
always @(posedge I_pxl_clk or negedge I_rst_n)
begin
	if(!I_rst_n)
		H_cnt <=  12'd0; 
	else if(H_cnt >= (I_h_total-1'b1))
		H_cnt <=  12'd0 ; 
	else 
		H_cnt <=  H_cnt + 1'b1 ;           
end
assign  Pout_de_w = ((H_cnt>=(I_h_sync+I_h_bporch))&(H_cnt<=(I_h_sync+I_h_bporch+I_h_res-1'b1)))&
                    ((V_cnt>=(I_v_sync+I_v_bporch))&(V_cnt<=(I_v_sync+I_v_bporch+I_v_res-1'b1))) ;
assign  Pout_hs_w =  ~((H_cnt>=12'd0) & (H_cnt<=(I_h_sync-1'b1))) ;
assign  Pout_vs_w =  ~((V_cnt>=12'd0) & (V_cnt<=(I_v_sync-1'b1))) ;  
always@(posedge I_pxl_clk or negedge I_rst_n)
begin
	if(!I_rst_n)
		begin
			Pout_de_dn  <= {N{1'b0}};                          
			Pout_hs_dn  <= {N{1'b1}};
			Pout_vs_dn  <= {N{1'b1}}; 
		end
	else 
		begin
			Pout_de_dn  <= {Pout_de_dn[N-2:0],Pout_de_w};                          
			Pout_hs_dn  <= {Pout_hs_dn[N-2:0],Pout_hs_w};
			Pout_vs_dn  <= {Pout_vs_dn[N-2:0],Pout_vs_w}; 
		end
end
assign O_de = Pout_de_dn[4]; 
always@(posedge I_pxl_clk or negedge I_rst_n)
begin
	if(!I_rst_n)
		begin                        
			O_hs  <= 1'b1;
			O_vs  <= 1'b1; 
		end
	else 
		begin                         
			O_hs  <= I_hs_pol ? ~Pout_hs_dn[3] : Pout_hs_dn[3] ;
			O_vs  <= I_vs_pol ? ~Pout_vs_dn[3] : Pout_vs_dn[3] ;
		end
end
assign De_pos	= !Pout_de_dn[1] & Pout_de_dn[0];  
assign De_neg	= Pout_de_dn[1] && !Pout_de_dn[0]; 
assign Vs_pos	= !Pout_vs_dn[1] && Pout_vs_dn[0]; 
always @(posedge I_pxl_clk or negedge I_rst_n)
begin
	if(!I_rst_n)
		De_hcnt <= 12'd0;
	else if (De_pos == 1'b1)
		De_hcnt <= 12'd0;
	else if (Pout_de_dn[1] == 1'b1)
		De_hcnt <= De_hcnt + 1'b1;
	else
		De_hcnt <= De_hcnt;
end
always @(posedge I_pxl_clk or negedge I_rst_n)
begin
	if(!I_rst_n) 
		De_vcnt <= 12'd0;
	else if (Vs_pos == 1'b1)
		De_vcnt <= 12'd0;
	else if (De_neg == 1'b1)
		De_vcnt <= De_vcnt + 1'b1;
	else
		De_vcnt <= De_vcnt;
end
always @(posedge I_pxl_clk or negedge I_rst_n)
begin
	if(!I_rst_n)
		Color_trig_num <= 12'd0;
	else if (Pout_de_dn[1] == 1'b0)
		Color_trig_num <= I_h_res[11:3];  
	else if ((Color_trig == 1'b1) && (Pout_de_dn[1] == 1'b1))
		Color_trig_num <= Color_trig_num + I_h_res[11:3];
	else
		Color_trig_num <= Color_trig_num;
end
always @(posedge I_pxl_clk or negedge I_rst_n)
begin
	if(!I_rst_n)
		Color_trig <= 1'b0;
	else if (De_hcnt == (Color_trig_num-1'b1)) 
		Color_trig <= 1'b1;
	else
		Color_trig <= 1'b0;
end
always @(posedge I_pxl_clk or negedge I_rst_n)
begin
	if(!I_rst_n)
		Color_cnt <= 3'd0;
	else if (Pout_de_dn[1] == 1'b0)
		Color_cnt <= 3'd0;
	else if ((Color_trig == 1'b1) && (Pout_de_dn[1] == 1'b1))
		Color_cnt <= Color_cnt + 1'b1;
	else
		Color_cnt <= Color_cnt;
end
always @(posedge I_pxl_clk or negedge I_rst_n)
begin
	if(!I_rst_n)
		Color_bar <= 24'd0;
	else if(Pout_de_dn[2] == 1'b1)
		case(Color_cnt)
			3'd0	:	Color_bar	<=	WHITE  ;
			3'd1	:	Color_bar	<=	YELLOW ;
			3'd2	:	Color_bar	<=	CYAN   ;
			3'd3	:	Color_bar	<=	GREEN  ;
			3'd4	:	Color_bar	<=	MAGENTA;
			3'd5	:	Color_bar	<=	RED    ;
			3'd6	:	Color_bar	<=	BLUE   ;
			3'd7	:	Color_bar	<=	BLACK  ;
			default	:	Color_bar	<=	BLACK  ;
		endcase
	else
		Color_bar	<=	BLACK  ;
end
always @(posedge I_pxl_clk or negedge I_rst_n)
begin
	if(!I_rst_n)
		Net_h_trig <= 1'b0;
	else if (((De_hcnt[4:0] == 5'd0) || (De_hcnt == (I_h_res-1'b1))) && (Pout_de_dn[1] == 1'b1))
		Net_h_trig <= 1'b1;
	else
		Net_h_trig <= 1'b0;
end
always @(posedge I_pxl_clk or negedge I_rst_n)
begin
	if(!I_rst_n)
		Net_v_trig <= 1'b0;
	else if (((De_vcnt[4:0] == 5'd0) || (De_vcnt == (I_v_res-1'b1))) && (Pout_de_dn[1] == 1'b1))
		Net_v_trig <= 1'b1;
	else
		Net_v_trig <= 1'b0;
end
assign Net_pos = {Net_v_trig,Net_h_trig};
always @(posedge I_pxl_clk or negedge I_rst_n)
begin
	if(!I_rst_n)
		Net_grid <= 24'd0;
	else if(Pout_de_dn[2] == 1'b1)
		case(Net_pos)
			2'b00	:	Net_grid	<=	BLACK  ;
			2'b01	:	Net_grid	<=	RED    ;
			2'b10	:	Net_grid	<=	RED    ;
			2'b11	:	Net_grid	<=	RED    ;
			default	:	Net_grid	<=	BLACK  ;
		endcase
	else
		Net_grid	<=	BLACK  ;
end
always @(posedge I_pxl_clk or negedge I_rst_n)
begin
	if(!I_rst_n)
		Gray <= 24'd0;
	else
		Gray <= {De_hcnt[7:0],De_hcnt[7:0],De_hcnt[7:0]};
end
always @(posedge I_pxl_clk or negedge I_rst_n)
begin
	if(!I_rst_n)
		Gray_d1 <= 24'd0;
	else
		Gray_d1 <= Gray;
end
assign Single_color = {I_single_b,I_single_g,I_single_r};
assign Data_sel = (I_mode[2:0] == 3'b000) ? Color_bar		: 
                  (I_mode[2:0] == 3'b001) ? Net_grid 		: 
                  (I_mode[2:0] == 3'b010) ? Gray_d1    		: 
				  (I_mode[2:0] == 3'b011) ? Single_color	: BLUE;
always @(posedge I_pxl_clk or negedge I_rst_n)
begin
	if(!I_rst_n) 
		Data_tmp <= 24'd0;
	else
		Data_tmp <= Data_sel;
end
assign O_data_r = Data_tmp[ 7: 0];
assign O_data_g = Data_tmp[15: 8];
assign O_data_b = Data_tmp[23:16];
endmodule       

==> flow_metrics.tcl <==
# collected from the flow reports
set metrics [dict create \
    syn_to_final_growth_pct 35.7 \
    fp-row-count 70 \
    synthCells 1290 \
    htreeDepth 4 \
    worstPathRequired_ns 5.32 \
    antenna_found_initial 0 \
    post_route_cells_drive_above_1_share 0.175 \
    fmax_ghz 0.206 \
    numSynthFlops 126 \
    grt_pass1_vias 9452 \
    drc_errors 0 \
    syn_avg_cell_area_um2 8.73 \
    gp_congestion 0.906 \
    ys_cells 1290 \
    grt_usage 0.156 \
    ir_worst_vdd_v 0.000188 \
    coreArea_um2 36800 \
    status "completed" \
    drt-total-wl_um 28800 \
    fin_area_um2 15300 \
    initCoreUtil 0.306 \
    fin_crit_ns 4.86 \
    antenna_cells 0 \
    numPortBuffers 153 \
    synth_warnings 1 \
    cp-start-kind "primary input" \
    final.setup_skew_ns 0.00957 \
    use_met1 0.234 \
    lay_top_cells "150 x ha_1, 140 x buf_4, 136 x clkdlybuf4s50_1, 116 x dfrtp_1, 99 x xnor2_1" \
    critPathMaxFanout 2 \
    fill_cells 3451 \
    drv_slew 0 \
    worstSetupEndpointType "flop" \
    power.total_uw 4920 \
    grt_use_met2 0.250 \
    flop_cell "dfrtp_1" \
    dp_cells 1999 \
    die_h_um 196 \
    clock_sinks 126 \
    min_path_type "reg -> reg" \
    warnings 27 \
    p_leak_uw 0.00697 \
    cts_tree "built" \
    grt.busiest_layer "met2" \
    place_area_um2 14200 \
    path_class "in -> reg" \
    mostFrequentLayoutCell "ha_1" \
    hold_viol 0 \
    setup_violations 0 \
    period_used_share 0.973 \
    antenna_left 0 \
    grt_pass1_wl_um 47700 \
    edf_count 0 \
    grt_start_max_net_pins 48 \
    clk_path_buf_depth 2 \
    drtIter0Drc 392 \
    vias 9892 \
    avgViaCountPerCell 4.83 \
    final_util 0.415 \
    cts_made_buffers 17 \
    ys_seq_share 0.281 \
    dr.pass1.iters 5 \
    grt-ovfl-total 0 \
    wire_per_inst_um 14.0 \
    combGateArea_um2 8020 \
    synth_cell_type_count 71 \
    synthesis.area_um2 11300 \
    synthArstFlopShare 1.00 \
    fp.dieArea_um2 38300 \
    clkTransAtPathRegs_ns 0.06 \
    seq_area_um2 3170 \
    worstMarginPinSlew_ns 0.686 \
    crit_arrival_ns 5.18 \
    postCtsHoldBufs 0 \
    ys_chip_area_um2 11300 \
    ios 154 \
    max_cap_violations 0 \
    stdcell_count 2048 \
    chipWidth_um 196 \
    worstSkewPairLatency_ns 0.41 \
    root_buffer "clkbuf_16" \
    relSlewSlack 0.541 \
    power_density_nw_per_um2 322 \
    dp_hpwl_um 22500 \
    met3_usage 0.0186 \
]
## final cells by class
type / count / share of cell area
Tap cell: 468 / 0.0383
Clock buffer: 17 / 0.0278
Sequential cell: 126 / 0.207
Inverter: 88 / 0.0216
Clock inverter: 15 / 0.0127
Multi-Input combinational cell: 1042 / 0.525
Timing Repair Buffer: 292 / 0.168
## critical path: stages
cell,delay [ns]
buf_6,0.10
ha_4,0.16
fa_2,0.39
a21oi_4,0.18
o21ai_2,0.07
a21oi_2,0.13
o21bai_1,0.08
a21o_1,0.18
a21o_1,0.17
a21oi_2,0.14
xor2_1,0.10
buf_4,0.14
buf_4,0.12
buf_4,0.12
buf_4,0.12
buf_4,0.12
buf_4,0.12
buf_4,0.12
buf_4,0.12
buf_4,0.12
ha_1,0.26
nand2_1,0.10
a21oi_4,0.13
o21ai_2,0.06
maj3_2,0.30
maj3_2,0.33
a211oi_2,0.22
## flip-flops by register name (all words and copies together), names as in the netlist, 3 cells and up
register / cells
Data_tmp: 24
Color_trig_num: 12
De_hcnt: 12
De_vcnt: 12
H_cnt: 12
V_cnt: 12
Gray: 8
Gray_d1: 8
Pout_de_dn: 5
Color_cnt: 4
Pout_hs_dn: 4
Pout_vs_dn: 4
Color_bar: 3
## where the power goes
group          total, uW  internal [uW]  switching (uW)  leakage [uW]
logic               2280           1190            1090       0.00501
registers           1340           1140             195       0.00165
clock network       1300            765             530      0.000299
total               4920           3100            1820       0.00697
## Yosys cell counts (all sizes together) (29+ instances only)
cell type    n  share of area
nor3        38          0.017
nor2       102          0.034
xnor2      105          0.082
dfrtp      116           0.26
a21oi      112          0.052
xor2        61          0.049
ha         163           0.18
a21o        36          0.024
o21ai       85          0.038
nand2       71          0.024
nand3       29          0.013
inv         88          0.029
## worst paths after layout
| check | from | to | slack (ns) | cells past startpoint |
|---|---|---|---|---|
| max in group asynchronous | I_rst_n | O_hs$_DFF_PN1_ | 3.60 | 2 |
| min | Pout_hs_dn[1]$_DFF_PN1_ | Pout_hs_dn[2]$_DFF_PN1_ | 0.35 | 0 |
| max reg2reg | H_cnt[0]$_DFF_PN0_ | V_cnt[9]$_DFFE_PN0P_ | 1.96 | 12 |
| min reg2reg | Pout_hs_dn[1]$_DFF_PN1_ | Pout_hs_dn[2]$_DFF_PN1_ | 0.35 | 0 |
| min in group asynchronous | I_rst_n | De_hcnt[10]$_DFFE_PN0P_ | 0.49 | 1 |
| max | I_h_sync[0] | Pout_de_dn[0]$_DFF_PN0_ | 0.14 | 27 |
## kinds of logic after synthesis
| logic type | count (synthesis) | synth area share |
|---|---|---|
| AND-OR/OR-AND | 306 | 0.167 |
| XOR/XNOR | 166 | 0.131 |
| adder cells (fa/ha/maj) | 173 | 0.195 |
| buffers and inverters | 122 | 0.0412 |
| flip-flops | 126 | 0.281 |
| multiplexers | 18 | 0.0160 |
| AND/OR/NAND/NOR | 379 | 0.168 |
## per-stage QoR
| stage | setup TNS, ns | hold slack (ns) | worst slack, ns |
|---|---|---|---|
| 2_1_floorplan | 0 | 0.331 | 0.00167 |
| 3_3_place_gp | -0.829 | 0.334 | -0.829 |
| 3_5_place_dp | -0.934 | 0.335 | -0.934 |
| 4_1_cts | 0 | 0.346 | 0.000496 |
| 5_1_grt | -0.0598 | 0.355 | -0.0598 |
| 6_report | 0 | 0.345 | 0.136 |
## repair_timing
action	in CTS	in global routing
pin swaps	50	48
resized	57	50
setup endpoints to repair	1	1
buffers inserted	14	6
## layer usage
metal,vias up,share of wire
met3,24,0.032
met1,4555,0.50
met2,166,0.46
li1,5147,-
met5,-,0
met4,0,0.014
Power figures rest on the tool's default switching activity, not on a simulated workload.
