==> flow/design.v <==
parameter Memory_Clock = 162;
parameter PSRAM_WIDTH = 8;
parameter DQ_WIDTH = 16;
parameter ADDR_WIDTH = 21;
parameter Burst_Length  = "128_Bytes";
parameter burst_num = 32;
parameter Fixed_Latency_Enable = "Fixed";
parameter Initial_Latency = 6;
parameter Drive_Strength = 50;
parameter Deep_Power_Down = "OFF";
parameter Hybrid_Sleep_Mode = "OFF";
parameter Refresh_Rate = "normal";
parameter PASR = "full";
parameter shift_delay = 192;
module syn_gen
(
    input              I_pxl_clk   , 
    input              I_rst_n     , 
    input      [15:0]  I_h_total   , 
    input      [15:0]  I_h_sync    , 
    input      [15:0]  I_h_bporch  , 
    input      [15:0]  I_h_res     , 
    input      [15:0]  I_v_total   , 
    input      [15:0]  I_v_sync    , 
    input      [15:0]  I_v_bporch  , 
    input      [15:0]  I_v_res     , 
    input      [15:0]  I_rd_hres   ,
    input      [15:0]  I_rd_vres   ,
    input              I_hs_pol    , 
    input              I_vs_pol    , 
    output reg         O_rden      ,
    output reg         O_de        ,   
    output reg         O_hs        ,
    output reg         O_vs         
);
reg  [15:0]   V_cnt     ;
reg  [15:0]   H_cnt     ;
wire          Pout_de_w    ;                          
wire          Pout_hs_w    ;
wire          Pout_vs_w    ;
reg           Pout_de_dn   ;                          
reg           Pout_hs_dn   ;
reg           Pout_vs_dn   ;
wire          Rden_w    ;
reg           Rden_dn   ; 
always@(posedge I_pxl_clk or negedge I_rst_n)
begin
	if(!I_rst_n)
		V_cnt <= 16'd0;
	else     
		begin
			if((V_cnt >= (I_v_total-1'b1)) && (H_cnt >= (I_h_total-1'b1)))
				V_cnt <= 16'd0;
			else if(H_cnt >= (I_h_total-1'b1))
				V_cnt <=  V_cnt + 1'b1;
			else
				V_cnt <= V_cnt;
		end
end
always @(posedge I_pxl_clk or negedge I_rst_n)
begin
	if(!I_rst_n)
		H_cnt <=  16'd0; 
	else if(H_cnt >= (I_h_total-1'b1))
		H_cnt <=  16'd0 ; 
	else 
		H_cnt <=  H_cnt + 1'b1 ;           
end
assign  Pout_de_w = ((H_cnt>=(I_h_sync+I_h_bporch))&(H_cnt<=(I_h_sync+I_h_bporch+I_h_res-1'b1)))&
                    ((V_cnt>=(I_v_sync+I_v_bporch))&(V_cnt<=(I_v_sync+I_v_bporch+I_v_res-1'b1))) ;
assign  Pout_hs_w =  ~((H_cnt>=16'd0) & (H_cnt<=(I_h_sync-1'b1))) ;
assign  Pout_vs_w =  ~((V_cnt>=16'd0) & (V_cnt<=(I_v_sync-1'b1))) ;  
assign  Rden_w    = ((H_cnt>=(I_h_sync+I_h_bporch))&(H_cnt<=(I_h_sync+I_h_bporch+I_rd_hres-1'b1)))&
                    ((V_cnt>=(I_v_sync+I_v_bporch))&(V_cnt<=(I_v_sync+I_v_bporch+I_rd_vres-1'b1))); 
always@(posedge I_pxl_clk or negedge I_rst_n)
begin
	if(!I_rst_n)
		begin
			Pout_de_dn  <= 1'b0;                          
			Pout_hs_dn  <= 1'b1;
			Pout_vs_dn  <= 1'b1; 
			Rden_dn     <= 1'b0; 
		end
	else 
		begin
			Pout_de_dn  <= Pout_de_w;                          
			Pout_hs_dn  <= Pout_hs_w;
			Pout_vs_dn  <= Pout_vs_w;
			Rden_dn     <= Rden_w   ; 
		end
end
always@(posedge I_pxl_clk or negedge I_rst_n)
begin
	if(!I_rst_n)
		begin 
			O_de  <= 1'b0;                       
			O_hs  <= 1'b1;
			O_vs  <= 1'b1;
			O_rden<= 1'b0; 
		end
	else 
		begin   
			O_de  <= Pout_de_dn;                      
			O_hs  <= I_hs_pol ? ~Pout_hs_dn : Pout_hs_dn ;
			O_vs  <= I_vs_pol ? ~Pout_vs_dn : Pout_vs_dn ;
			O_rden<= Rden_dn;
		end
end
endmodule       
==> flow/run.sh <==
#!/bin/bash
# OpenROAD 26Q1-2900-gdf79404cd8, Yosys 0.63+post, stock flow scripts
make -C /OpenROAD-flow-scripts/flow DESIGN_CONFIG=/design/flow/config.mk WORK_HOME=/design/flow/orfs finish
==> flow/config.mk <==
export PLATFORM = sky130hd
export DESIGN_NAME = syn_gen
export DESIGN_NICKNAME = syn_gen
export VERILOG_FILES = /design/flow/design.v
export SDC_FILE = /design/flow/constraint.sdc
export NUM_CORES = 4
export LEC_CHECK = 1
export CORE_UTILIZATION = 30
==> flow/constraint.sdc <==
current_design syn_gen

set clk_period 10.1
set clk_io_pct 0.2

create_clock -name clk0 -period $clk_period [get_ports {I_pxl_clk}]

set non_clock_inputs [all_inputs -no_clocks]
set_input_delay [expr $clk_period * $clk_io_pct] -clock clk0 $non_clock_inputs
set_output_delay [expr $clk_period * $clk_io_pct] -clock clk0 [all_outputs]
==> run_results.csv <==
group,metric,value,unit
final_timing,max_freq,127,MHz
clocking,postCtsSetupBuffers,0,
grt,grt_pass1_vias,10000,
clocking,cts_tree,"done",
synth,yosysMostFrequentCell,"ha_1",
run,warning_count,25,
synth,top_cells_by_count,"ha_1, inv_1, xnor2_1, nor2_1, a21oi_1",
hold_path,hold_path_depth,0,
grt,grt_overflow,0,
worst_setup_path,crit_required,10.30,ns
run,drv_cap,0,
place,portBuffers,167,
synth,avgSynthCellArea,7.89,µm²
synth,yosysCellCount,1433,
grt,antenna_found_initial,1,
cells_and_area,comb_area,9570,µm²
place,hpwlAfterDp,27.0,mm
final_timing,rsz0062_at_grt,"no",
synth,edf_count,0,
status,status,"completed",
clocking,cts_buffer_depth,2,
place,place_inst,2097,
synth,netlist_area,11300,µm²
worst_setup_path,arrival,8.08,ns
synth,ys_warn_count,1,
synth,postSynthCellCount,1433,
drt,via_count,10300,
worst_setup_path,ff2ff_path_depth,10,
grt,grt_max_degree,41,
hold_path,min_from,"Rden_dn$_DFF_PN0_",
grt,grt.busiest_layer,"met2",
worst_setup_path,end_kind,"flip-flop",
die,die-area,38500,µm²
die,num_rows,70,
worst_setup_path,worstSetupPathType,"in2reg",
die,core-area,36900,µm²
drt,drt_first_pass_iters,5,
final_timing,finalMaxSlewViolations,0,
place,gp_congestion,0.900,
die,ios,168,
place,postPlaceCellArea,13600,µm²
cells_and_area,fillCellCount,3750,
clocking,cts_buffers,5,
synth,synth_seq_share,8.89,%
clocking,h-tree-depth,2,
synth,yosys.area.top_type,"ha_1",
drt,wire_per_inst,14.6,µm
grt,grt_pass1_wl,49.9,mm
drt,drc,0,
synth,numSynthFlops,40,
clocking,postCtsHoldBufs,0,
grt,gr-usage-met2,29.5,%
power_and_ir_drop,cellLeakagePower,6.49,nW
final_timing,setup_viol,0,
clocking,cts.repair.resized,0,
worst_setup_path,r2r-end,"Rden_dn$_DFF_PN0_",
final_timing,finalSetupTns,0,ns
drt,via_per_inst,4.88,
hold_path,holdPathEnd,"O_rden$_DFF_PN0_",
drt,drtIter0Drc,391,
power_and_ir_drop,power,0.00216,W
grt,grt.total_usage,16.4,%
worst_setup_path,critical_path.slowest_cell,"a2111oi_0",
die,die_y,196,µm
die,die_w,196,µm
synth,synth_chip_area,11300,µm²
worst_setup_path,worst-path-buf-inv,3,
synth,flop_cell,"dfrtp_1",
power_and_ir_drop,ir_drop,66.4,µV
worst_setup_path,crit_chain,"clkdlybuf4s50_1, ha_1, fa_1, a21oi_1, inv_1, a21oi_1, xor2_1, ha_1, inv_1, ha_1, o21ai_1, a21oi_1, o41ai_1, o21ai_1, or4_1, a31o_2, a21oi_1, xnor2_1, ha_1, a211oi_1, o21ai_0, a2111oi_0, o22ai_1, nor3_1",
clocking,path_clk_slew,0.06,ns
drt,antenna_left,0,
synth,top_area_share,31.2,%
cells_and_area,syn2layout_area_growth,21.5,%
final_timing,tightest_slew,0.857,ns
worst_setup_path,max_stage_delay,0.64,ns
cells_and_area,drive_above_1_share,3.81,%
worst_setup_path,path_delay_family,"AND-OR/OR-AND gates",
final_timing,maxSlewHeadroom,42.1,%
final_timing,hold_viol,0,
synth,synth.distinct_cells,67,
cells_and_area,utilization,37.3,%
drt,routed_wl,30.8,mm
synth,top_cells_by_area,"ha_1, xnor2_1, dfrtp_1",
die,fp_util,30.7,%
power_and_ir_drop,powerDensity,157,nW/µm²
final_timing,period_needed,7.88,ns
cells_and_area,regArea,1010,µm²
worst_setup_path,reg2reg_from,"V_cnt[1]$_DFFE_PN0P_",
cells_and_area,fin_cells,2106,
clocking,cts.sinks,40,
grt,use_met1,22.7,%
cells_and_area,fin_area,13700,µm²
final_timing,fin_crit_sh,78.1,%
worst_setup_path,worstSetupStartpointType,"input port",
worst_setup_path,critPathMaxFanout,4,
clocking,clk_latency,0.31,ns
final_timing,skew,0.0204,ns
grt,grt_use_met3,0.965,%
clocking,cts-root-buf,"clkbuf_16",
worst_setup_path,reg2reg_slack,7.11,ns
hold_path,hold_class,"reg2reg",
synth,ys_async_sr_fraction,100,%
==> per-stage QoR <==
stage | hold WS [ns] | setup WS, ns
after floorplan | 0.331 | 3.51
after global placement | 0.361 | 1.83
after detailed placement | 0.361 | 1.79
after CTS | 0.376 | 2.10
after global routing | 0.375 | 1.71
final | 0.365 | 2.22
==> cell families (layout without fill, tap and decap cells) <==
kind of cell | count (synthesis) | count (layout) | synth area share, %
buf+inv | 187 | 355 | 6.46
simple gates | 432 | 432 | 19.8
compound gates | 300 | 300 | 17.7
mux | 1 | 1 | 0.0996
fa+ha+maj | 292 | 292 | 32.6
flops | 40 | 40 | 8.89
other cells | 0 | 1 | 0
xor+xnor | 181 | 181 | 14.3
==> cells in the final DEF (no fill, tap or decap), types with 5 or more instances in the layout <==
| cell type | synthesis | final |
|---|---|---|
| ha_1 | 282 | 282 |
| inv_1 | 176 | 176 |
| clkdlybuf4s50_1 | 0 | 166 |
| xnor2_1 | 107 | 107 |
| nor2_1 | 98 | 98 |
| a21oi_1 | 82 | 82 |
| xor2_1 | 71 | 71 |
| nand2_1 | 67 | 67 |
| a21o_1 | 49 | 49 |
| o21ai_0 | 42 | 42 |
| nor3_1 | 41 | 41 |
| nand3_1 | 37 | 37 |
| dfrtp_1 | 36 | 36 |
| nand4_1 | 33 | 33 |
| nand2b_1 | 33 | 33 |
| o21a_1 | 31 | 31 |
| or2_2 | 25 | 25 |
| and3_1 | 25 | 25 |
| nor2b_1 | 19 | 19 |
| a31oi_1 | 18 | 18 |
| or3_1 | 13 | 13 |
| o21ai_1 | 10 | 10 |
| nor4_1 | 9 | 9 |
| or4_1 | 9 | 9 |
| nand3b_1 | 8 | 8 |
| o211ai_1 | 7 | 7 |
| a211oi_1 | 7 | 7 |
| o21bai_1 | 7 | 7 |
| and2_1 | 6 | 6 |
| a211o_1 | 6 | 6 |
| fa_1 | 6 | 6 |
| o2111ai_1 | 5 | 5 |
| o41ai_1 | 5 | 5 |
| a2111oi_0 | 5 | 5 |
| clkbuf_16 | 0 | 5 |
==> cell type report <==
cell class	count	share of cell area (%)
multi-input combinational	1206	69.7
timing repair buffer	171	12.3
antenna	1	0.0182
inverter	176	4.81
clock buffer	5	0.911
tap	504	4.59
clock inverter	3	0.337
sequential	40	7.32
==> sequential cells by signal, summed over array words and instances (netlist names) <==
register,cells
O_de,1
H_cnt,16
Pout_de_dn,1
O_vs,1
Pout_hs_dn,1
Pout_vs_dn,1
O_hs,1
O_rden,1
V_cnt,16
Rden_dn,1
==> per-layer routing <==
metal / up-vias / share of wire (%)
li1: 5433 / -
met1: 4647 / 48
met2: 193 / 48
met3: 11 / 3.6
met4: 0 / 0.67
met5: - / 0
==> report_power, final <==
part	total (W)	internal [W]	switching, W
Clock	0.000194	0.000118	0.0000766
Sequential	0.000275	0.000191	0.0000838
Combinational	0.00169	0.000813	0.000879
Total	0.00216	0.00112	0.00104
==> worst max path at each step <==
stage,from,endpoint,slack (ns),cells past startpoint
CTS,I_h_sync[0],Rden_dn$_DFF_PN0_,2.10,23
global route,I_h_sync[0],Rden_dn$_DFF_PN0_,1.71,23
finish,I_h_sync[0],Rden_dn$_DFF_PN0_,2.22,24
Power figures rest on the tool's default switching activity, not on a simulated workload.
